[design/flow/run.sh]
#!/bin/bash
# OpenROAD 26Q1-2900-gdf79404cd8, Yosys 0.63+post, stock flow scripts
make -C /OpenROAD-flow-scripts/flow DESIGN_CONFIG=/design/flow/config.mk WORK_HOME=/design/flow/orfs finish
[design/flow/config.mk]
export PLATFORM = sky130hd
export DESIGN_NAME = ALU
export DESIGN_NICKNAME = ALU
export VERILOG_FILES = /design/flow/design.v
export SDC_FILE = /design/flow/constraint.sdc
export NUM_CORES = 4
export LEC_CHECK = 1
export CORE_AREA = 10 10 86 86
export DIE_AREA = 0 0 96 96
[design/flow/constraint.sdc]
current_design ALU

set clk_period 12.4
set clk_io_pct 0.2

create_clock -name clk0 -period $clk_period

set non_clock_inputs [all_inputs -no_clocks]
set_input_delay [expr $clk_period * $clk_io_pct] -clock clk0 $non_clock_inputs
set_output_delay [expr $clk_period * $clk_io_pct] -clock clk0 [all_outputs]
[design/flow/design.v]
module ALU(
    input [15:0] A,
    input [15:0] B,
    input[1:0] ALUK,
    output [15:0] ALU_out
);
    wire [15:0] ALU_ADD = A + B;
    wire [15:0] ALU_AND = A & B;
    wire [15:0] ALU_XOR = A ^ B;
    wire [15:0] ALU_PASSA = A;
    always @(*) begin
        case(ALUK)
            2'b00 : ALU_out = ALU_ADD;
            2'b01 : ALU_out = ALU_AND;
            2'b10 : ALU_out = ALU_XOR;
            2'b11 : ALU_out = ALU_PASSA;
        endcase
    end
endmodule
==> ci_impl_report.md <==
## PnR job results

| Metric | Value |
|---|---|
| Largest net degree at the start of global routing | 37 |
| CP max-delay cell | clkdlybuf4s50_1 |
| Vias per cell | approximately 4.8 |
| Number of global-route vias before repair | roughly 1,300 |
| CP Buf/Inv Count | 2 |
| Syn Area/Cell | 7.24 um^2 |
| Worst-path cell chain | clkdlybuf4s50_1 > ha_1 > fa_1 > a211oi_1 > o21ai_1 > nand2_1 > o21ai_1 > nor4b_1 > a211o_1 > clkdlybuf4s50_1 |
| Top-area cell share | 16.2% |
| Final hold vios | 0 |
| Max VDD drop | 0.0143 mV |
| PD cells | ~45 mW/mm^2 |
| Number of diodes | 0 |
| Core Rows | 27 |
| Die Span Y | 96 um |
| CP Capture Type | output port |
| Leakage | 0.694 nW |
| Antenna-violating nets left | 0 |
| Register share after synthesis | 0% |
| IO buf count | 50 |
| Via count | 1,385 |
| Placer congestion estimate | about 0.87 |
| Total wire length | between 3000 and 4000 um |
| Mapped Cells | 171 |
| Placed Cells | ~290 |
| Yosys stat cell total | roughly 170 |
| Crit path DRT | 9.92 ns |
| RSZ-0062 raised after global routing | false |
| Number of gates resized after cts | 0 |
| Final core occ | 32.5% |
| Most common library cells after synthesis | a21oi_1, nor2_1, ha_1 |
| Status | finished, final reports clean |
| First-pass GRT wire length | 6130 um |
| Fin crit period | 7.63 ns |
| Most common cell in the netlist | a21oi_1 |
| Max-capacitance violation count | 0 |
| CP Max Fanout | 4 |
| Arrival time at the worst endpoint | 5.15 ns |
| GRT Util Overall | ~7.9% |
| Fp util | between 20 and 25% |
| Clkbuf count | 0 |
| Slew margin rel. | between 70 and 80% |
| DRT iter0 DRCs | 54 |
| Achievable Freq | 131 MHz |
| Design area | 0.00180 mm^2 |
| Initial antenna violation count | 0 |
| Post-CTS Setup Bufs | 0 |
| Setup Total Neg Slack | 0 ns |
| Residual DRC count | 0 |
| Top-Level Pins | approximately 50 |
| Worst slew pin tran | 0.388 ns |
| Hold Buf Count CTS | 0 |
| Area Growth Syn to Fin | 45.3% |
| Hold Path Class | input port to output port |
| HPWL Detailed | 3200 um |
| Register area | 0 um^2 |
| Endpoints failing setup | 0 |
| Cell Type Count | 47 |
| Worst stage delay on the critical path | 0.47 ns |
| Chip width | 96 um |
| Yosys Warn Count | 5 |
| Registers | 0 |
| Core area | 0.00554 mm^2 |
| Tool warnings | 32 |
| 1st-pass router iterations | 6 |
| Chip Area, Yosys | 0.00124 mm^2 |
| Final period util | 61.5% |
| WS Path Type | input port to output port |
| Top cell family by delay on the critical path | buffers and inverters |
| Cell Area, Synth | ~0.0012 mm^2 |
| Share of layout cells above drive strength 1 | 6.07% |
| Non-filler cells, final | 286 |
| Chip area | between 0.009 and 0.01 mm^2 |
| Total gr overflow | 0 |
| Synth area leaders | ha_1, mux2i_1, a21oi_1 |
| Final Max Slew Viols | 0 |
| Placement Cell Area | roughly 0.0018 mm^2 |
| Routed length per placed instance | 13.5 um |
| Type of origin of the critical path | input port |
| Pwr Total | 81.3 uW |
| Post-synth top area cell | ha_1 |
## cell usage in the layout, fill, tap and decap left out, types with 7 or more instances in the layout
cell type / n
nor3_1: 8
a21oi_1: 23
mux2i_1: 14
o21ai_1: 7
nor2_1: 17
nand2_1: 11
ha_1: 16
xnor2_1: 7
clkdlybuf4s50_1: 50
## cell families after synthesis
family                   count (synthesis)  synth area share [%]
AND-OR/OR-AND                           63                  35.8
AND/OR/NAND/NOR                         53                  20.9
multiplexers                            17                  15.0
adder cells (fa/ha/maj)                 17                  17.8
buffers and inverters                   13                  4.85
XOR/XNOR                                 8                  5.66
## worst paths after layout
check                 from          end  slack (ns)  depth (start not counted)
worst max-delay path  A[0]  ALU_out[12]        4.77                         10
worst min-delay path  A[0]   ALU_out[0]        5.99                          4
## through the flow
stage	hold slack (ns)	setup WS, ns
6_report	5.99	4.77
5_1_grt	6.03	4.50
4_1_cts	6.00	4.77
3_5_place_dp	6.00	4.80
3_3_place_gp	6.00	4.82
2_1_floorplan	5.08	5.92
## final cells by class
cell class / count / area (um^2)
multi-input combinational: 158 / 1180
inverter: 4 / 15.0
fill: 602 / 3740
timing repair buffer: 52 / 515
tap: 72 / 90.1
## power by group
part / switching [mW] / internal, mW / leakage (nW)
Clock: 0 / 0 / 0
Sequential: 0 / 0 / 0
Combinational: 0.0360 / 0.0453 / 0.694
Total: 0.0360 / 0.0453 / 0.694
## routing by layer
| metal | GRT usage (%) | part of all wire (%) | vias to the layer above |
|---|---|---|---|
| met1 | 11.1 | 47 | 608 |
| met2 | 13.1 | 45 | 33 |
| met3 | 1.57 | 7.3 | 0 |
| met4 | 0 | 0 | 0 |
| met5 | 0 | 0 | - |
| li1 | - | - | 744 |
Power and IR drop assume default switching activity.
