==> /design/flow/design.v <==
module SHF(
    input [15:0] A,
    input [5:0] IR,
    output [15:0] SHF_out
);
    reg [15:0] SHF_temp;
    assign SHF_out = SHF_temp;
    always @(*) begin
        if(IR[4]) begin
            if(IR[5]) SHF_temp = A >>> IR[3:0];
            else SHF_temp = A >> IR[3:0];
        end
        else SHF_temp = A << IR[3:0];
    end
endmodule
==> /design/flow/run.sh <==
#!/bin/bash
# OpenROAD 26Q1-2900-gdf79404cd8, Yosys 0.63+post, stock flow scripts
make -C /OpenROAD-flow-scripts/flow DESIGN_CONFIG=/design/flow/config.mk WORK_HOME=/design/flow/orfs finish
==> /design/flow/config.mk <==
export PLATFORM = sky130hd
export DESIGN_NAME = SHF
export DESIGN_NICKNAME = SHF
export VERILOG_FILES = /design/flow/design.v
export SDC_FILE = /design/flow/constraint.sdc
export NUM_CORES = 4
export LEC_CHECK = 1
export CORE_UTILIZATION = 30
==> /design/flow/constraint.sdc <==
current_design SHF

set clk_period 2.6
set clk_io_pct 0.2

create_clock -name clk0 -period $clk_period

set non_clock_inputs [all_inputs -no_clocks]
set_input_delay [expr $clk_period * $clk_io_pct] -clock clk0 $non_clock_inputs
set_output_delay [expr $clk_period * $clk_io_pct] -clock clk0 [all_outputs]
==> flow_metrics.tcl <==
# flow metrics
set metrics [dict create \
    status "finished, final reports clean" \
    required_ns 2.08 \
    antenna_left 0 \
    fin_cells 353 \
    maxCapViolations 0 \
    use_met1_pct 32.6 \
    drc 0 \
    top_cells_by_area "mux4_2 (22%), mux4_1 (17%), mux2i_1 (9.0%), nand2_1 (4.5%), nor2_1 (2.9%)" \
    fillerInstances 469 \
    ys_area_sq_um 1660 \
    p_total_mw 0.536 \
    p_leak_nw 1.26 \
    area_growth_pct 72.3 \
    worst_pin_slew_ns 0.286 \
    regArea_sq_um 0 \
    finalInstanceArea_sq_um 2860 \
    post-place-cells 333 \
    syn_area_sq_um 1660 \
    port_buffers 37 \
    wl_per_cell_microns 17.6 \
    routed_wl_microns 6230 \
    yosys_warnings 1 \
    vias 2009 \
    power_switching_mw 0.224 \
    setup_viol 0 \
    warning_count 35 \
    slew_headroom_pct 80.9 \
    seq_power_share_pct 0 \
    hold_violations 0 \
    nClkBuffers 0 \
    initial_utilization_pct 31.9 \
    fin_crit_ns 2.59 \
    critPathBufInv 4 \
    synth.top_cell.area_share_pct 21.7 \
    seq_cell_count 0 \
    crit_path_cell_trace "buf_12, buf_12, buf_6, mux4_2, mux2i_1, nor3_1, a211o_1, clkdlybuf4s15_1" \
    clkPwrFrac_pct 0 \
    use_met2_pct 35.1 \
    dp_hpwl_microns 4490 \
    slew_violations 0 \
    use_met3_pct 6.20 \
    combPwrFrac_pct 100.0 \
    gp_congestion 0.938 \
    max_stage_delay_ns 0.55 \
    grt_pass1_wl_microns 10100 \
    synth.distinct_cells 48 \
    timing.critical_path.mode_cell "buf_12" \
    worstSetupStartpointType "input port" \
    slowest_stage "mux4_2" \
    common_cells "nand2_1 (20), mux4_2 (16), mux2i_1 (15)" \
    max_freq_mhz 387 \
    path_class "in -> out" \
    yosys.stat.seqShare_pct 0 \
    syn_area_per_cell_sq_um 9.12 \
    grt_max_degree 13 \
    grt_overflow 0 \
    fin_crit_sh_pct 99.4 \
    gr-usage-all-layers_pct 22.5 \
    p_per_area_nw_per_um2 188 \
    diodes 0 \
    switching_share_pct 41.8 \
    power.internal_mw 0.312 \
    fp.dieW_microns 76.4 \
    synth_area_leader_cell "mux4_2" \
    critPathTopFamily "multiplexers" \
    max-vdd-ir-drop_mv 0.0952 \
    hold_path.class "in -> out" \
    synth.most_common_cell "nand2_1" \
    postPlaceCellArea_sq_um 2530 \
    arrival_ns 2.07 \
    end_kind "primary output" \
    grt_most_used_layer "met2" \
    postLayoutCoreUtil_pct 55.0 \
    core.rowCount 26 \
    routed_via_density 5.69 \
    grt_antenna_before_repair 0 \
    dr.pass1.iters 4 \
    rsz0062_at_grt "yes" \
    grt_pass1_vias 1969 \
    synth_cells 182 \
    initialDrtViolationCount 110 \
    synth_stat.cells 182 \
    whs_ns 1.69 \
    drive_above_1_share_pct 59.0 \
    fp.dieArea_sq_um 5840 \
    path_max_fanout 5 \
    core-area_sq_um 5200 \
    dieHeight_microns 76.4 \
    io_pins 38 \
]
-- power groups by stage --
stage         Clock [mW]  Combinational, mW  Sequential, mW
global route           0              0.572               0
finish                 0              0.536               0
CTS                    0              0.519               0
-- tightest hold or removal path: stages --
cell and delay, ns:
dlygate4sd2_1 0.30, buf_4 0.16, o21ai_1 0.06, dlymetal6s2s_1 0.12
-- timing repair --
action | CTS | global route
hold buffers | 0 | 0
pin swaps | 33 | 15
setup endpoints to repair | 16 | 9
buffers inserted | 14 | 3
gates resized | 154 | 18
cloned | 4 | 0
-- cells by family after synthesis --
family	count (synthesis)	share of synthesized area (%)
simple gates	61	18.2
compound gates	48	21.9
mux	46	50.9
buf+inv	27	9.04
-- area by class of cell --
class              instances  area, sq um  area share (%)
multi-input cells        155         1600            55.9
inverters                  4         15.0           0.525
well taps                 70         87.6            3.06
repair buffers           124         1160            40.5
-- metal layers --
metal | wire, microns | vias to the layer above
li1 | - | 949
met1 | 2760 | 974
met2 | 2900 | 80
met3 | 482 | 6
met4 | 87 | 0
met5 | 0 | -
-- layout by cell type, fill, tap and decap left out, drive strengths merged, types with 3 or more instances in the layout --
cell type        n
buf            102
mux4            27
nand2           20
mux2i           15
nor2            13
dlygate4sd2     12
a21oi            7
o211ai           6
nor2b            6
a211oi           6
clkdlybuf4s15    6
and2             5
nand3b           4
inv              4
mux2             4
o21ai            4
a31oi            3
dlymetal6s2s     3
nor3             3
-- path summary, 6_finish.rpt --
| path | startpoint | end | slack, ns | depth (start not counted) |
|---|---|---|---|---|
| min | IR[3] | SHF_out[8] | 1.69 | 4 |
| max | IR[0] | SHF_out[11] | 0.01 | 8 |
-- metrics by stage --
stage | setup WS (ns) | TNS, ns
after floorplan | 0.313 | 0
after global placement | -0.680 | -9.26
after detailed placement | -0.675 | -9.25
after CTS | -0.00992 | -0.00992
after global routing | -0.0481 | -0.0481
final | 0.0144 | 0
Power figures rest on the tool's default switching activity, not on a simulated workload.
